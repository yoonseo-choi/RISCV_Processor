File: flow/run.sh
#!/bin/bash
# OpenROAD 26Q1-2900-gdf79404cd8, Yosys 0.63+post, stock flow scripts
make -C /OpenROAD-flow-scripts/flow DESIGN_CONFIG=/design/flow/config.mk WORK_HOME=/design/flow/orfs finish
File: flow/config.mk
export PLATFORM = sky130hd
export DESIGN_NAME = Mux_4x1
export DESIGN_NICKNAME = Mux_4x1
export VERILOG_FILES = /design/flow/design.v
export SDC_FILE = /design/flow/constraint.sdc
export NUM_CORES = 4
export LEC_CHECK = 1
export CORE_AREA = 10 10 84 84
export DIE_AREA = 0 0 94 94
File: flow/constraint.sdc
current_design Mux_4x1

set clk_period 1.0
set clk_io_pct 0.2

create_clock -name clk0 -period $clk_period

set non_clock_inputs [all_inputs -no_clocks]
set_input_delay [expr $clk_period * $clk_io_pct] -clock clk0 $non_clock_inputs
set_output_delay [expr $clk_period * $clk_io_pct] -clock clk0 [all_outputs]
File: flow/design.v
module Mux_4x1 (input logic [31:0] in0, in1, in2, in3, 
                input logic [1:0] sel, 
                output logic [31:0] out
);
    always_comb begin
        case (sel)
            2'b00:  out = in0;
            2'b01:  out = in1;
            2'b10:  out = in2;
            2'b11:  out = in3;
            default;
        endcase
    end
endmodule
==> out/metrics.yaml <==
layout-area-overhead-vs-synth_pct: 193
critPathCapture: "out[23]"
period_needed_ns: 1.36
post_synth_main_area_contributors: "mux4_2 83%, buf_12 7.4%, mux4_1 6.5%, buf_2 1.8%, buf_6 1.4%"
worst_endpoint_data_arrival_time_ns: 1.16
layout_top_cell_excl_fill_tap: "dlygate4sd2_1"
initialDrtViolationCount: 24
routed_via_density: 4.33
mi_logic_area_um2: 721
number_of_global_route_vias_before_repair: 1466
required_time_of_the_critical_path_ns: 0.80
synthesis.area_per_instance_um2: 20.9
fp_util: 0.156
pwr_density_cell_nw_per_um2: 377
power.ir.vdd_worst_mv: 0.179
fillCellCount: 525
synth.yosys.warnings: 1
layout-drive-gt1-share: 0.418
violated_checks: "negative setup slack"
pre_cts_slack_ns: -0.929
number_of_warnings_in_the_stage_logs: 35
cpPeakStageDelay_ns: 0.50
dp_cells: 267
numPortBuffers: 162
clock_buffer_count: 0
final_hold_viol_count: 0
cts.hold.buffers_added: 0
floorplan.io_pins: 162
post_drt_wl_per_cell_um: 24.0
cpMaxStageDelayCell: "mux4_2"
postLayoutCellArea_um2: 2380
final_max_slew_viol_count: 0
core_area_um2: 5200
run_status: "finished with violations"
power_share_of_the_combinational_group: 1.000
ys_cells: 39
worstMarginPinSlew_ns: 0.110
min_period_over_period: 1.36
share_clk_of_total_power: 0
final-setup-viol-count: 32
dr.pass1.iters: 3
global_route.usage.total: 0.146
largest_fanout_of_any_net_on_the_critical_path: 5
worst_setup_path_start_kind: "input pin"
netlist_instances: 39
route.detailed.drc: 0
mostFrequentLayoutCells: "120 x dlygate4sd2_1, 36 x buf_2, 32 x mux4_2, 6 x buf_12, 5 x buf_6"
dieWidth_um: 94
first_pass_grt_wire_length_um: 9430
worstSetupPathType: "input pin to primary output"
grt_setup_unrepaired: "yes"
synth_top_area_share: 0.829
antenna_found_initial: 2
finalWorstSetupSlack_ns: -0.361
synthesis.area_um2: 815
stdcell_count: 280
finalSetupTns_ns: -9.66
final-seq-area_um2: 0
routed_wirelength_um: 6710
crit_path_cell_trace: "buf_12, buf_12, buf_12, mux4_2, buf_2"
fmaxAchievable_mhz: 735
worstSetupEndpointType: "primary output"
number_of_sequential_cells_in_the_layout: 0
place.gp.congestion: 0.810
max_slew_margin: 0.927
power.leakage_nw: 1.15
place_area_um2: 2480
synth.largest_area_cell: "mux4_2"
drv_cap: 0
netlist-cell-type-count: 5
hold_class: "input pin to primary output"
crit_start: "sel[0]"
dieArea_um2: 8840
overflow: 0
vias: 1212
post-dp-hpwl_um: 5690
antenna_violating_nets_post_route: 0
crit_top_cell: "buf_12"
ys_area_um2: 815
fin_total_pwr_mw: 0.898
power.internal_mw: 0.660
maximum_number_of_pins_on_one_net_before_global_route_repair: 11
fp.dieH_um: 94
num_rows: 26
switchingPower_mw: 0.238
synth_sequential_area_ratio: 0
pwr-share-seq: 0
switching_share: 0.265
[synth_stat cells]
cell type  instances
mux4_2            30
buf_12             3
buf_6              1
mux4_1             2
buf_2              3
[through the flow]
step / hold WS (ns) / utilization
floorplan: 0.486 / -
global placement: 1.28 / 0.476
detailed placement: 1.29 / 0.476
CTS: 0.791 / 0.459
global route: 0.812 / 0.457
finish: 0.793 / 0.458
[cell type report]
type,instances,area share
diodes,2,0.00210
multi-input cells,32,0.302
well taps,70,0.0367
repair buffers,176,0.659
[layer usage]
layer	share of wire	wire [um]	up-vias	track usage
met2	0.56	3760	70	0.268
met3	0.073	493	2	0.0428
li1	-	-	551	-
met4	0.0031	21	0	0.00506
met1	0.36	2440	589	0.173
met5	0	0	-	0
[power groups by stage]
stage | Combinational [mW] | Clock, mW | Sequential (mW)
CTS | 0.922 | 0 | 0
global route | 0.967 | 0.000000134 | 0
finish | 0.898 | 0.000000267 | 0
[how the worst min path moves through the flow]
stage,cells after the start,slack (ns),from,end
CTS,3,0.79,in3[28],out[28]
global route,3,0.81,in3[28],out[28]
finish,3,0.79,in3[28],out[28]
[timing repair]
action / 4_1_cts / 5_1_grt
cloned: 5 / 0
buffers inserted: 6 / 1
setup endpoints to repair: 32 / 32
hold endpoints to repair: 0 / 0
gates resized: 269 / 4
[worst max-delay path, delay by kind of cell]
kind / cells / cell delay [ns]
buf+inv: 4 / 0.45
mux: 1 / 0.50
[cells by family after synthesis]
group	Yosys count	synth area share
buffers and inverters	7	0.106
multiplexers	32	0.894
Power figures rest on the tool's default switching activity, not on a simulated workload.
